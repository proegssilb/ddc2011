`./design.v`:
```
`timescale 1ns / 10ps
module ac97_in_fifo(clk, rst, en, mode, din, we, dout, re, status, full, empty);
input		clk, rst;
input		en;
input	[1:0]	mode;
input	[19:0]	din;
input		we;
output	[31:0]	dout;
input		re;
output	[1:0]	status;
output		full;
output		empty;
reg	[31:0]	mem[0:3];
reg	[31:0]	dout;
reg	[3:0]	wp;
reg	[2:0]	rp;
wire	[3:0]	wp_p1;
reg	[1:0]	status;
reg	[15:0]	din_tmp1;
reg	[31:0]	din_tmp;
wire		m16b;
reg		full, empty;
assign m16b = (mode == 2'h0);	 
always @(posedge clk)
	if(!en)		wp <= #1 4'h0;
	else
	if(we)		wp <= #1 wp_p1;
assign wp_p1 = m16b ? (wp + 4'h1) : (wp + 4'h2);
always @(posedge clk)
	if(!en)		rp <= #1 3'h0;
	else
	if(re)		rp <= #1 rp + 3'h1;
always @(posedge clk)
	status <= #1 ((rp[1:0] - wp[2:1]) - 2'h1);
always @(posedge clk)
	empty <= #1 (wp[3:1] == rp[2:0]) & (m16b ? !wp[0] : 1'b0);
always @(posedge clk)
	full  <= #1 (wp[2:1] == rp[1:0]) & (wp[3] != rp[2]);
always @(posedge clk)
	dout <= #1 mem[ rp[1:0] ];
always @(posedge clk)
	if(we & !wp[0])	din_tmp1 <= #1 din[19:4];
always @(mode or din_tmp1 or din)
	case(mode)	// synopsys parallel_case full_case
	   2'h0: din_tmp = {din[19:4], din_tmp1};	 
	   2'h1: din_tmp = {14'h0, din[19:2]};		 
	   2'h2: din_tmp = {11'h0, din[19:0]};		 
	endcase
always @(posedge clk)
	if(we & (!m16b | (m16b & wp[0]) ) )	mem[ wp[2:1] ] <= #1 din_tmp;
endmodule
```
`./run.sh`:
```
#!/bin/bash
# OpenROAD 26Q1-2900-gdf79404cd8, Yosys 0.63+post, stock flow scripts
make -C /OpenROAD-flow-scripts/flow DESIGN_CONFIG=/design/flow/config.mk WORK_HOME=/design/flow/orfs finish
```
`./config.mk`:
```
export PLATFORM = sky130hd
export DESIGN_NAME = ac97_in_fifo
export DESIGN_NICKNAME = ac97_in_fifo
export VERILOG_FILES = /design/flow/design.v
export SDC_FILE = /design/flow/constraint.sdc
export NUM_CORES = 4
export LEC_CHECK = 1
export CORE_UTILIZATION = 30
```
`./constraint.sdc`:
```
current_design ac97_in_fifo

set clk_period 4.6
set clk_io_pct 0.2

create_clock -name clk0 -period $clk_period [get_ports {clk}]

set non_clock_inputs [all_inputs -no_clocks]
set_input_delay [expr $clk_period * $clk_io_pct] -clock clk0 $non_clock_inputs
set_output_delay [expr $clk_period * $clk_io_pct] -clock clk0 [all_outputs]
```
==> flow_summary_export.csv <==
group,metric,value,unit
final_timing,final-hold-violation-count,0,
route,drc,0,
final_timing,fmax,0.3552,GHz
yosys,netlist_area,6818,um2
final_layout,mostFrequentLayoutCells,"edfxtp_1, clkdlybuf4s50_1, dfxtp_1",
die,core_area,22030,um2
clocking,clock-sinks,187,
clocking,root_buffer,"clkbuf_16",
global_routing,antenna_found_initial,0,
global_routing,grtUsageTotal,0.1210,
critical_path,start_kind,"input pin",
global_routing,grt_max_degree,53,
clocking,clockBufferDepth,2,
yosys,avgSynthCellArea,18.99,um2
critical_path,reg2regPathDepth,2,
route,num_vias,3344,
flow_run,warning_count,31,
route,wl_per_cell,17.40,um
final_timing,timing.final.crit_share,0.6121,
final_layout,syn_to_final_growth,22.61,%
yosys,ys.flops,187,
placed_design,hpwl,7799,um
die,chipWidth,152.8,um
power_and_ir_drop,power_leakage,0.002822,uW
die,io_pins,63,
global_routing,globalRouteOverflowTotal,0,
status,status,"complete, no violations",
clocking,clk_pin_slew_worst_paths,60,ps
final_layout,stdcell_area,8359,um2
clocking,cts_max_level,4,
clocking,postCtsSetupRepairBufs,0,
yosys,yosys_area,6818,um2
yosys,postSynthCellCount,359,
clocking,cts_buffers,17,
power_and_ir_drop,power.total,3903,uW
final_timing,setup_viol,0,
global_routing,grt_pass1_wl,20320,um
critical_path,end_kind,"flop",
clocking,clk_latency,420,ps
placed_design,dp_slack,1333,ps
final_timing,slew_violations,0,
critical_path,critPathRequiredTime,4660,ps
final_timing,setup_slack,1784,ps
route,drt_iter0_drc,136,
placed_design,dpl_cell_area,7709,um2
die,initial_core_util,0.3095,
final_layout,drive_gt1_frac,0.1584,
critical_path,arrival,2880,ps
final_layout,lay_top_count,"edfxtp_1",
yosys,yosysCellCount,359,
route,wirelength,12560,um
placed_design,gp_congestion,0.7454,
route,diodes,0,
yosys,yosys_warnings,3,
yosys,seq_area_frac_synth,0.7605,
global_routing,grt_pass1_vias,3629,
route,vias_per_cell,4.632,
die,die_y,152.8,um
min_path,hold_class,"reg -> reg",
final_timing,worstMarginPinSlew,848.5,ps
final_timing,rsz0062_at_grt,"no",
power_and_ir_drop,p_per_area,466.9,nW/um2
clocking,postCtsResizedCells,0,
power_and_ir_drop,ir_drop,0.0002559,V
placed_design,portBuffers,61,
final_timing,tns,0,ps
min_path,min_path_cells,2,
critical_path,path_class,"in -> reg",
final_timing,period_needed,2816,ps
final_timing,slew_headroom,0.4344,
clocking,holdBufCountCts,0,
die,fp-row-count,54,
yosys,yosysUniqueCellTypes,28,
route,antenna_left,0,
critical_path,path_max_fanout,27,
die,die_area,23330,um2
final_timing,fin_worst_skew,7.732,ps
clocking,cts_tree,"yes",
route,first_pass_iters,15,
flow_run,maxCapViolations,0,
## logic make-up (layout without fill, tap and decap cells)
| logic type | count (synthesis) | in the layout | synth area share |
|---|---|---|---|
| DFF | 187 | 187 | 0.7605 |
| and+or+nand+nor | 53 | 53 | 0.03891 |
| AOI/OAI and AO/OA | 43 | 43 | 0.04001 |
| muxes | 34 | 34 | 0.1103 |
| buffers and inverters | 26 | 109 | 0.02422 |
| adders and majority gates | 10 | 10 | 0.01835 |
| xor gates and xnor gates | 6 | 6 | 0.007709 |
## metrics by stage
step,cells,hold WS [ps],util
6_report,722,489.8,0.3795
5_1_grt,722,507.8,0.3795
3_5_place_dp,690,481.5,0.3500
3_3_place_gp,690,477.2,0.3500
2_1_floorplan,359,454.2,-
4_1_cts,722,490.8,0.3795
## registers in the layout, summed over array words and instances (netlist names)
name	cells
wp	4
status	2
rp	3
empty	1
full	1
dout	32
din_tmp1	16
mem	128
## power breakdown
group          leakage, uW  internal [uW]  switching, uW  total (uW)
clock network     0.000315            967            587        1550
logic             0.000813            197            159         356
registers          0.00169           1960           37.2        1990
total              0.00282           3120            782        3900
## path summary, 6_finish.rpt
| path | startpoint | to | slack (ps) |
|---|---|---|---|
| setup / recovery | mode[0] | mem[3][8]$_DFFE_PP_ | 1780 |
| hold / removal | wp[3]$_SDFFE_PN0P_ | wp[3]$_SDFFE_PN0P_ | 490 |
| setup reg to reg | rp[0]$_SDFFE_PN0P_ | dout[31]$_DFF_P_ | 2590 |
| hold reg to reg | wp[3]$_SDFFE_PN0P_ | wp[3]$_SDFFE_PN0P_ | 490 |
## synthesized netlist by cell type, drive strengths merged
master,count,share of area
nor3,1,0.00073
and3,5,0.0046
a31o,1,0.0013
a21oi,19,0.014
clkbuf,6,0.0033
nand3,2,0.0015
nor2b,14,0.013
o211a,1,0.0015
and2,3,0.0028
edfxtp,144,0.63
xnor2,3,0.0039
nand2,7,0.0039
nor2,18,0.0099
mux2i,2,0.0029
inv,7,0.0039
xor2,3,0.0039
a22oi,18,0.020
o21ai,2,0.0015
dfxtp,43,0.13
ha,10,0.018
o22ai,1,0.00092
mux4,32,0.11
o211ai,1,0.0011
buf,13,0.017
nand2b,3,0.0028
## worst max-delay path, stage by stage
cell and delay [ps]:
clkdlybuf4s50_1 490, inv_1 70, ha_1 280, nand2b_1 180, and3_1 430, buf_4 480
## final cells by class
cell class,instances,area [um2]
clock inverters,9,128.9
flip-flops and latches,187,5186
repair buffers,70,678.2
inverters,7,26.28
well taps,280,350.3
clock buffers,23,521.8
fillers,1986,13670
multi-input cells,146,1468
## per-layer routing
metal / share of wire / vias up / routed length, um / global-route usage
li1: - / 1540 / - / -
met1: 0.41 / 1670 / 5104 / 0.1610
met2: 0.49 / 124 / 6194 / 0.1892
met3: 0.086 / 10 / 1077 / 0.06114
met4: 0.015 / 0 / 187 / 0.01876
met5: 0 / - / 0 / 0
Power is estimated from default activity; no workload was simulated.
