==> /design/flow/design.v <==
`timescale 1ns / 1ps
parameter RecordingSource = 16'b00000_100_00000_100;
parameter RecSrcAddr = 7'h1A;
parameter LineInVolume = 16'h0808;
parameter LineInVolAddr = 7'h10;
module AC97Driver(
    input  fclk,
    input  freset,
    output reg [15:0] fAudRIn,
    output reg [15:0] fAudLIn,
    output aBitClk,
    output reg aSDO,
    input  aSDI,
    output aSync,
    output aReset
    );
reg [3:0]  state;
reg [19:0] frameBit;
reg [3:0]  slotNum;
reg        valid;
reg [6:0]  cmdAddr;
reg [15:0] cmdData;
wire [15:0] slot1;
wire [19:0] addrSlot;
wire [19:0] dataSlot;
assign aReset = ~freset;
assign slot1 = {valid, valid, valid, 13'b0};
assign addrSlot = {1'b0, cmdAddr, 12'b0};
assign dataSlot = {cmdData, 4'b0};
assign aSync = (slotNum == 12 && (frameBit == 1 || frameBit == 0)) || slotNum == 0 ? 1 : 0;
assign aBitClk = fclk;
always @ (posedge fclk or posedge freset) begin
	if (freset) begin
		state <= 0;
		frameBit <= 0;
		slotNum <= 0;
		valid = 0;
	end else begin
		case (state)
			0: begin
					cmdAddr = RecSrcAddr;
					cmdData = RecordingSource;
					valid = 1;
				end
			1: begin
					cmdAddr = LineInVolAddr;
					cmdData = LineInVolume;
					valid = 1;
				end
			default: begin
					valid = 0;
					cmdAddr = 0;
					cmdData = 0;
				end
		endcase
		case (slotNum)
			0: aSDO = slot1[frameBit];
			1: aSDO = addrSlot[frameBit];
			2: aSDO = dataSlot[frameBit];
			default: aSDO = 0;
		endcase
		slotNum <= frameBit == 0 ? slotNum + 1 : slotNum;
		frameBit <= ( slotNum == 12 && frameBit == 0 ) ? 16 : frameBit == 0 ? 19 : frameBit - 1;
		state <= (state == 2) ? 2 : (slotNum == 6 && frameBit == 0) ? state + 1 : state;
		if (slotNum == 3 && frameBit > 3)
			fAudLIn[frameBit - 3] = aSDI;
		else if (slotNum == 4 && frameBit > 3)
			fAudRIn[frameBit - 3] = aSDI;
	end
end
endmodule
`timescale 1ns / 1ps
module AC97Test(
    output [7:0] Led,
    input clk,
	 input [5:0] btn,
    output BITCLK,
    input AUDSDI,
    output AUDSDO,
    output AUDSYNC,
    output AUDRST
    );
	 wire [15:0] audL, audR;
	 assign Led = audL[7:0];
AC97Driver audioDriver (
    .fclk(clk),
    .freset(btn[0]),
    .fAudRIn(audR),
    .fAudLIn(audL),
    .aBitClk(BITCLK),
    .aSDO(AUDSDO),
    .aSDI(AUDSDI),
    .aSync(AUDSYNC),
    .aReset(AUDRST)
	 );
endmodule
==> /design/flow/run.sh <==
#!/bin/bash
# OpenROAD 26Q1-2900-gdf79404cd8, Yosys 0.63+post, stock flow scripts
make -C /OpenROAD-flow-scripts/flow DESIGN_CONFIG=/design/flow/config.mk WORK_HOME=/design/flow/orfs finish
==> /design/flow/config.mk <==
export PLATFORM = sky130hd
export DESIGN_NAME = AC97Test
export DESIGN_NICKNAME = AC97Test
export VERILOG_FILES = /design/flow/design.v
export SDC_FILE = /design/flow/constraint.sdc
export NUM_CORES = 4
export LEC_CHECK = 1
export CORE_UTILIZATION = 50
==> /design/flow/constraint.sdc <==
current_design AC97Test

set clk_period 5.4
set clk_io_pct 0.2

create_clock -name clk0 -period $clk_period [get_ports {clk}]

set non_clock_inputs [all_inputs -no_clocks]
set_input_delay [expr $clk_period * $clk_io_pct] -clock clk0 $non_clock_inputs
set_output_delay [expr $clk_period * $clk_io_pct] -clock clk0 [all_outputs]
==> notes.md <==
## Synthesis
* 9.31 µm² — Post-Synthesis Mean Instance Area
* 353 — Cells after Synth
* 0.707 — proportion of register bits with asynchronous set or reset after synthesis
* 41 — Synthesized registers
* sky130_fd_sc_hd__dfrtp_1 (22%), sky130_fd_sc_hd__edfxtp_1 (11%), sky130_fd_sc_hd__xnor2_1 (6.4%), sky130_fd_sc_hd__ha_1 (4.6%), sky130_fd_sc_hd__nor2_1 (3.8%) — synth top area cells
* 0.330 — share of synthesized area occupied by flip-flops and latches
* sky130_fd_sc_hd__dfrtp_1 — cell type with the largest total area
* 0.221 — fraction of synthesized cell area taken by the top area cell type
* sky130_fd_sc_hd__nor2_1 (33), sky130_fd_sc_hd__dfrtp_1 (29), sky130_fd_sc_hd__nand2_1 (27) — leading cell types by count after synthesis
* 353 — yosys cell count
* 74 — Unique masters post-synth
* 3290 µm² — cell area after technology mapping
* 12 — flip-flops with a built-in enable
* 3290 µm² — area figure in the yosys stat output
* sky130_fd_sc_hd__nor2_1 — most common cell in the synthesized netlist
* sky130_fd_sc_hd__dfrtp_1 — dominant register cell
* 1 — count of yosys warnings during synthesis

## Critical path
* 0.39 ns — delay of the slowest cell on the worst path
* 1.39 ns — Register-to-Register Setup Slack
* clkbuf_8 > clkbuf_8 > clkdlybuf4s50_1 — worst path cell trace
* audioDriver.fAudLIn[5] — endpoint of the lowest-slack register-to-register path
* output port — type of destination of the critical path
* sky130_fd_sc_hd__clkbuf_8 — Most Frequent Cell on Critical Path
* 3.31 ns — CP arrival
* sky130_fd_sc_hd__clkdlybuf4s50_1 — Worst path slowest cell
* 2 — maximum fanout encountered on the critical timing path
* audioDriver.frameBit[0] — launching point of the worst reg2reg path
* 11 — r2r worst-path depth
* 3 — critical path buffer and inverter count
* clock port — CP startpoint kind
* 4.32 ns — Req. time, crit path
* clk -> out — Worst Path Class, Setup
* buffers and inverters — Crit path max-delay family

## STA
* 0 ns — setup_tns
* no — RSZ-0062 raised after global routing
* 0.0115 ns — largest clock skew in the final design
* 1.01 ns — final worst-path setup slack
* 0.693 ns — Worst Tran Pin Value
* 0 — total count of hold-check failures in the final report
* 0 — final setup violation count
* 0 — pins over their slew limit
* 0.538 — max-slew headroom at the worst pin

## Run
* 0 — # Max-Cap Violations
* 40 — tally of OpenROAD warnings

## Placement
* 1.25 ns — Placement Setup Slack
* 0.823 — routability cong.
* 14 — number of port buffers
* 5.06 mm — detailed placer's ending HPWL
* 430 — Inst Count DP

## Finish
* 575 — total of fill cells in the finished design
* 0.107 — fraction of layout instances using a drive strength above 1
* 9.06% — Layout Area Growth over Synthesis
* 0.565 — core occupancy in the finished layout
* 441 — Finished Layout Cells

## Routing
* 0 — residual antenna-violating net count after detailed routing
* 15.7 µm — detailed-route wire length per cell
* 2,593 — total via count after detailed routing
* 199 — 1st-iter DRT viols
* 0 — antenna diode count
* 5.88 — average via count per standard cell
* 6.93 mm — Detailed Route WL
* 4 — TritonRoute pass-1 iters
* 0 — count of unresolved DRC violations after routing

## CTS
* 0 — setup fix buffers added after clock tree synthesis
* built — clock tree from TritonCTS
* 0.09 ns — Reg clk slew, reported paths
* 0.40 ns — clk ins delay skew pair
* 0 — CTS-repair resized insts
* 0 — Hold Buf Count CTS

## Worst hold path
* 1 — cell depth of the worst hold path
* audioDriver.state[3] — Min-Delay Endpoint
* reg -> reg — Hold WC Path Type
* audioDriver.state[3] — worst min-delay path startpoint

## Pwr
* 0.200 — switching fraction of total power
* 0.000133 W — power dissipated by switching net loads
* 0.491 — part of the total power dissipated in sequential elements
* 0.160 mV — VDD IR-drop max
* 0.027 — proportion of power drawn by combinational gates
* 0.000530 W — design internal power
* 185 nW/µm² — power density normalized to cell area
* 0.482 — clock group share of total power
* 1.50 nW — leakage power summed over all cells

## Global routing
* 35 — largest net degree at the start of global routing
* 2,409 — vias in the first global route
* 0.218 — aggregate global-route resource usage
* 0 — overflow left after global routing
* 12.0 mm — global-route wire length before repair
* 0 — antenna violations before repair

## Die
* 6900 µm² — area of the die
* 20 — count of boundary I/O pins
* 29 — cell row count
* 83.1 µm — horizontal die dimension
* 0.518 — Core Density at Floorplan
* 83.1 µm — vertical die size
* 6350 µm² — Core ar.

## Outcome
* finished clean — outcome

final cells by class:
type                    count  area (µm²)  area share
well taps                  77        96.3      0.0269
flip-flops and latches     41        1090       0.303
multi-input cells         279        2030       0.566
repair buffers             16         153      0.0426
inverters                  16        60.1      0.0168
clock inverters             2        35.0     0.00977
clock buffers              10         124      0.0346
worst max path at each step:
stage | startpoint | endpoint | slack [ns] | cells after the start
after CTS | clk | BITCLK | 1.00 | 3
after global routing | clk | BITCLK | 0.99 | 3
final | clk | BITCLK | 1.01 | 3
power groups by stage:
stage                 combinational (W)  sequential [W]  clock, W
after global routing          0.0000201        0.000326  0.000342
after CTS                     0.0000184        0.000325  0.000325
final                         0.0000178        0.000325  0.000319
cell usage in the layout (no fill, tap or decap), types with 3 or more instances in the layout:
cell type                         count
sky130_fd_sc_hd__and2_1               5
sky130_fd_sc_hd__o21ai_0             13
sky130_fd_sc_hd__mux2_1               7
sky130_fd_sc_hd__dfrtp_1             29
sky130_fd_sc_hd__a31oi_1              5
sky130_fd_sc_hd__nor3_1              13
sky130_fd_sc_hd__nor4_1              11
sky130_fd_sc_hd__buf_4                3
sky130_fd_sc_hd__clkbuf_8             8
sky130_fd_sc_hd__a21oi_1             12
sky130_fd_sc_hd__nand3_1             18
sky130_fd_sc_hd__edfxtp_1            12
sky130_fd_sc_hd__o31ai_1              3
sky130_fd_sc_hd__nor2_1              33
sky130_fd_sc_hd__nand3b_1             4
sky130_fd_sc_hd__clkdlybuf4s50_1     14
sky130_fd_sc_hd__mux2_2               3
sky130_fd_sc_hd__inv_1               16
sky130_fd_sc_hd__o211ai_1             4
sky130_fd_sc_hd__nand2_1             27
sky130_fd_sc_hd__nand4_1              5
sky130_fd_sc_hd__or3_1                4
sky130_fd_sc_hd__xor2_1               7
sky130_fd_sc_hd__a211oi_1             3
sky130_fd_sc_hd__xnor2_1             24
sky130_fd_sc_hd__nor4_4               4
sky130_fd_sc_hd__nor2b_1              7
sky130_fd_sc_hd__ha_1                12
state kept, by name (all words and copies together), names as in the netlist:
signal,cells
audioDriver.frameBit,20
audioDriver.aSDO,1
audioDriver.cmdAddr,1
audioDriver.slotNum,4
audioDriver.fAudLIn,8
audioDriver.cmdData,2
audioDriver.valid,1
audioDriver.state,4
kinds of logic (layout without fill, tap and decap cells):
group	Yosys count	count (layout)	synth area share
AND/OR/NAND/NOR	157	157	0.292
AND-OR/OR-AND	65	65	0.147
flip-flops	41	41	0.330
buffers and inverters	33	44	0.0518
XOR/XNOR	32	32	0.0876
multiplexers	13	13	0.0449
adder cells (fa/ha/maj)	12	12	0.0457
per-layer routing:
metal  wire, µm  share of wire  global-route usage
met1       3680           0.53               0.385
met2       2930           0.42               0.307
met3        252          0.036              0.0293
met4         65         0.0094              0.0157
met5          0              0                   0
per-stage QoR:
step	instance area, µm²	hold slack [ns]	power (W)
6_report	3580	0.506	0.000662
5_1_grt	3580	0.553	0.000688
4_1_cts	3580	0.504	0.000669
3_5_place_dp	3440	0.488	0.000362
3_3_place_gp	3440	0.487	0.000362
2_1_floorplan	3290	0.467	0.000346
Power is estimated from default activity; no workload was simulated.
